===== ./design.v =====
module BCD_4counter (CLK, OF, UF, DIR, EN, OUT, LOAD, LOAD_EN, CLR);
	input CLK, DIR, EN, LOAD_EN, CLR;
	input [15:0] LOAD;
	output [15:0] OUT;
	output OF, UF;  
	reg OF0, OF1, OF2, OF3;
	reg UF0, UF1, UF2, UF3;
	reg EN0, EN1, EN2, EN3;
	assign EN0 = EN;
	assign EN1 = (EN & OF0) ^ (EN & UF0);
	assign EN2 = (EN & OF1) ^ (EN & UF1);
	assign EN3 = (EN & OF2) ^ (EN & UF2);
	assign OF = OF3;
	assign UF = UF3;
	BCD_counter bcd0(CLK, OF0, UF0, DIR, EN0, OUT[3:0], LOAD[3:0], LOAD_EN, CLR);
	BCD_counter bcd1(CLK, OF1, UF1, DIR, EN1, OUT[7:4], LOAD[7:4], LOAD_EN, CLR);
	BCD_counter bcd2(CLK, OF2, UF2, DIR, EN2, OUT[11:8], LOAD[11:8], LOAD_EN, CLR);
	BCD_counter bcd3(CLK, OF3, UF3, DIR, EN3, OUT[15:12], LOAD[15:12], LOAD_EN, CLR);
endmodule
module BCD_counter (CLK, OF, UF, DIR, EN, OUT, LOAD, LOAD_EN, CLR);
	input CLK, DIR, EN, LOAD_EN, CLR;
	input [3:0] LOAD;
	output [3:0] OUT;
	output OF, UF;  
	always @ (posedge CLK, negedge CLR) begin
		if(CLR == 1'b0) begin  
			OUT <= 4'b0000;
			OF <= 1'b0;
			UF <= 1'b0;
		end
		else if (LOAD_EN == 1'b1) begin  
			OUT <= LOAD;
			OF <= (LOAD == 4'b1001);
			UF <= (LOAD == 4'b0000);
		end
		else if (EN == 1'b1) begin  
			if(DIR == 1'b1) begin  
				if(OUT == 4'b1001) begin  
					OUT <= 4'b0000;
					UF <= 1'b1;
					OF <= 1'b0;
				end
				else begin
					OUT <= OUT + 1;
					UF <= 1'b0;
					OF <= ((OUT + 1) == 9);  
				end
			end
			else begin 
				if(OUT == 4'b0000) begin  
					OUT <= 4'b1001;
					UF <= 1'b0;
					OF <= 1'b1;
				end
				else begin
					OUT <= OUT - 1;
					UF <= ((OUT - 1) == 0);
					OF <= 1'b0;  
				end
			end
		end
	end
endmodule

===== ./run.sh =====
#!/bin/bash
# OpenROAD 26Q1-2900-gdf79404cd8, Yosys 0.63+post, stock flow scripts
make -C /OpenROAD-flow-scripts/flow DESIGN_CONFIG=/design/flow/config.mk WORK_HOME=/design/flow/orfs finish

===== ./config.mk =====
export PLATFORM = sky130hd
export DESIGN_NAME = BCD_4counter
export DESIGN_NICKNAME = BCD_4counter
export VERILOG_FILES = /design/flow/design.v
export SDC_FILE = /design/flow/constraint.sdc
export NUM_CORES = 4
export LEC_CHECK = 1
export CORE_UTILIZATION = 40

===== ./constraint.sdc =====
current_design BCD_4counter

set clk_period 1.7
set clk_io_pct 0.2

create_clock -name clk0 -period $clk_period [get_ports {CLK}]

set non_clock_inputs [all_inputs -no_clocks]
set_input_delay [expr $clk_period * $clk_io_pct] -clock clk0 $non_clock_inputs
set_output_delay [expr $clk_period * $clk_io_pct] -clock clk0 [all_outputs]

==> run notes <==
flow finished, numbers: timing startpoint of the critical path=bcd2.OUT[3], area growth from synthesis to layout=37.51%, Post-synth seq share=31.15%, total I/O pin count=39, Max-Slew Margin vs Limit=72.39%, EDFF count, synth=0, number of warning messages in the yosys log=23, cell at the root of the clock tree=clkbuf_8, CTS sink cnt=24, drt first-iter violations=119, area of the core=about 4500 um2, post-layout utilization of the core=between 50% and 60%, RSZ-0062 raised after global routing=false, total of hold buffers inserted after clock tree synthesis=0, Top cell excl fill/tap=clkdlybuf4s50_1, clock network power share=26.2%, Psw=0.6160 mW, Top FF cell, synth=dfrtp_1, type of element capturing the critical path=primary output, Critical Path Start Type=flop, routed length per placed instance=13.97 um, Gate Count Post-Synth=242, total via count in the routed design=1967, crit path max fanout=9, type of the worst setup path=flop to primary output, result of the run=completed, pre-CTS worst setup slack=-0.2139 ns, WP data required=1.36 ns, share of async-settable or async-resettable flops after synthesis=100.0%, time the final worst path needs with I/O delays and setup=1.605 ns, first-pass GRT wire length=between 7000 and 8000 um, number of I/O port buffers=38, switching part of the total=31.11%, Clock H-tree levels=1, Clock Latency Late Sink=0.27 ns, Max Transition Viols Final=0, power per unit of standard cell area=746.9 nW/um2, HPWL Detailed=3257 um, Cell Int Power=1.364 mW, vias per std cell=between 5 and 6, class of the worst hold path=primary input to asynchronous set/reset pin, initial antenna violation count=0, Post-Syn Area=1928 um2, Power Total=a little under 2 mW, final setup vio count=0, Synth cell types=49, data arrival time of the critical path=1.26 ns, Antenna Diode Count=0, actual transition at the worst max-transition pin=0.4038 ns, die width=roughly 71 um, number of fill cells=slightly above 400, TritonCTS clock tree=built, number of global-route vias before repair=1661, clock transition at the registers of the reported paths=about 0.1 ns, syn_area_per_cell=around 8.0 um2, Yosys Instances=between 200 and 250, maximum count of clock buffers along a single path=2, leakage power=1.103 nW, tightest hold margin=0.4221 ns, aggregate global routing overflow=0, final critical-path setup slack=0.09533 ns, Reg power frac=37.9%, maximum vdd ir drop=0.5082 mV, final hold violation count=0, combinational power share=35.8%, total clock buffers created by CTS=3, yosys stat chip area=1928 um2, Post-synth regs=24, aggregate global-route resource usage=19.14%, maximum capacitance violations=0, number of design rule violations left after detail routing=0, number of logged tool warnings=25, fraction of layout cells with a size suffix above 1=19.45%, part of the cycle the worst path needs=94.39%, most used cells in the layout excluding fill and tap cells=clkdlybuf4s50_1 (37), buf_4 (35), nand2_1 (20), nor2_1 (19), number of nets with antenna violations after routing=0, number of search-and-repair iterations in the first detailed-routing pass=4, maximum clock rate=0.6232 GHz, startpoint of the most critical register-to-register path=bcd2.OUT[1], FP Rows=24, RePlAce Congestion=0.8362, die outline area=just over 5000 um2, Max Clock Skew=0.004146 ns, chip height=71.43 um, effective utilization at floorplan=42.81%, wire length after detailed routing=~4800 um, pin count of the biggest net entering global routing=25
cell type report:
| class | instances | area, um2 | share of cell area (%) |
|---|---|---|---|
| Clock buffer | 3 | 41.29 | 1.557 |
| Clock inverter | 1 | 30.03 | 1.133 |
| Inverter | 12 | 45.04 | 1.699 |
| Multi-Input combinational cell | 178 | 1166 | 43.98 |
| Sequential cell | 24 | 613.1 | 23.12 |
| Tap cell | 52 | 65.06 | 2.454 |
| Timing Repair Buffer | 75 | 690.7 | 26.05 |
final timing paths:
path,depth (start not counted),endpoint,slack (ns)
max in group asynchronous,2,bcd3.OUT[3],1.00
max,2,OUT[11],0.1
min in group clk0,1,bcd3.UF,0.50
min,2,bcd0.OUT[1],0.42
max reg2reg,4,bcd2.OUT[2],0.14
min reg2reg,1,bcd3.UF,0.50
kinds of logic after synthesis:
family / Yosys count / share of synthesized area [%]
xor+xnor: 15 / 6.814
flops: 24 / 31.15
compound gates: 70 / 25.44
mux: 8 / 4.542
simple gates: 85 / 23.04
buf+inv: 40 / 9.020
what timing repair did:
action	in CTS	in global routing
setup endpoints to repair	6	11
resized	6	8
pin swaps	0	1
setup buffers	0	7
gates cloned	0	1
endpoints found under the hold margin	0	0
synth_stat cells, types with 8 or more instances:
cell | instances | area (um2)
inv_1 | 12 | 45.04
clkbuf_1 | 14 | 52.55
nor2_1 | 19 | 71.32
xor2_1 | 8 | 70.07
nand2_1 | 20 | 75.07
o31ai_1 | 8 | 60.06
dfrtp_1 | 24 | 600.6
a21oi_1 | 14 | 70.07
o21ai_0 | 10 | 50.05
nand2b_1 | 10 | 62.56
worst max-delay path, cell delays in order (launching register included):
cell and delay, ns:
dfrtp_1 0.36, buf_4 0.16, clkdlybuf4s50_1 0.46
power groups by stage:
stage | combinational (mW) | sequential, mW | clock, mW
final | 0.710 | 0.751 | 0.520
after global routing | 0.789 | 0.765 | 0.557
after CTS | 0.649 | 0.763 | 0.544
per-stage QoR:
| stage | setup TNS (ns) | std cells | area [um2] |
|---|---|---|---|
| after floorplan | 0 | 242 | 1928 |
| after global placement | -2.701 | 333 | 2475 |
| after detailed placement | -2.697 | 333 | 2475 |
| after CTS | 0 | 337 | 2554 |
| after global routing | 0 | 345 | 2651 |
| final | 0 | 345 | 2651 |
registers in the layout (all words and copies together), names as in the netlist, 4 cells and up:
name and flops:
bcd3.OUT 4, bcd1.OUT 4, bcd0.OUT 4, bcd2.OUT 4
routing by layer:
layer	track usage [%]	vias to the layer above	routed length, um
met2	29.42	40	2174
met3	1.997	4	165
li1	-	987	-
met4	1.333	0	48
met1	31.19	936	2431
met5	0	-	0
Power is estimated from default activity; no workload was simulated.
