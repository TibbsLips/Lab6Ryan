===== ./constraint.sdc =====
current_design clk1Hz

set clk_period 4.2
set clk_io_pct 0.2

create_clock -name clk0 -period $clk_period [get_ports {clk100Mhz}]

set non_clock_inputs [all_inputs -no_clocks]
set_input_delay [expr $clk_period * $clk_io_pct] -clock clk0 $non_clock_inputs
set_output_delay [expr $clk_period * $clk_io_pct] -clock clk0 [all_outputs]

===== ./run.sh =====
#!/bin/bash
# OpenROAD 26Q1-2900-gdf79404cd8, Yosys 0.63+post, stock flow scripts
make -C /OpenROAD-flow-scripts/flow DESIGN_CONFIG=/design/flow/config.mk WORK_HOME=/design/flow/orfs finish

===== ./design.v =====
module clk1Hz(clk100Mhz, s_clk);
	input clk100Mhz;  
	output reg s_clk;  
	reg[27:0] counter;
	initial begin
		counter = 0;
	end
	always @ (posedge clk100Mhz)
	begin
		counter <= counter + 1;  
		if(counter < 50000000) begin
			s_clk <= 1'b1;
		end
		else if (counter >= 50000000 && counter < 100000000) begin
			s_clk <= 1'b0;
		end
		else begin
			counter <= 0;
		end
	end
endmodule

===== ./config.mk =====
export PLATFORM = sky130hd
export DESIGN_NAME = clk1Hz
export DESIGN_NICKNAME = clk1Hz
export VERILOG_FILES = /design/flow/design.v
export SDC_FILE = /design/flow/constraint.sdc
export NUM_CORES = 4
export LEC_CHECK = 1
export CORE_AREA = 10 10 92 92
export DIE_AREA = 0 0 102 102

==> impl_metrics.yaml <==
# physical design summary
status:
  outcome: "completed"
clock_tree:
  post_cts.repair.setup_buffers: 0
  clkSlewWorstSetupHoldPaths_ns: 0.06
  root_buffer: "clkbuf_8"
  hold_buffers: 0
  clockBufferDepth: 2
  clock-sinks: 29
  cts_buffers: 5
  clk_latency_ns: 0.28
  ctsResizeCount: 0
  cts_tree: "done"
  htree_levels: 2
grt:
  grt.met3_usage_pct: 1.91
  grt_pass1_wl_um: 4370
  grtUsageTotal_pct: 4.96
  antenna_found_initial: 0
  grt.overflow.total: 0
  use_met1_pct: 7.22
  grt_busiest_layer: "met1"
  grt_use_met2_pct: 7.01
  grt_pass1_vias: 946
  grt_max_degree: 28
routing:
  routedWlPerCell_um: 10.2
  drtIter0Drc: 33
  insertedDiodeCount: 0
  dr_total_vias: 1088
  vias_per_cell: 4.57
  wl_um: 2420
  drc: 0
  ant_nets: 0
  drtPass1Iterations: 4
power_and_ir_drop:
  cellLeakagePower_nw: 0.527
  p_total_mw: 0.594
  irDropWorstVdd_v: 0.000153
  p_per_area_nw_per_um2: 386
floorplanning:
  ioPinCount: 2
  die_h_um: 102
  std_cell_rows: 29
  fp_util_pct: 21.5
  chipArea_um2: 10400
  die_w_um: 102
  coreArea_um2: 6460
sta:
  post-route-min-period_ns: 1.92
  report.final.slew_viol_count: 0
  setup_viol: 0
  fin_worst_skew_ns: 0.00223
  max_freq_mhz: 522
  rsz0062_at_grt: "false"
  fin_setup_tns_ns: 0
  finalHoldViolations: 0
  finalClockPeriodUsage_pct: 45.6
setup_path:
  crit_family: "buffers and inverters"
  crit_arrival_ns: 1.08
  end_kind: "output pin"
  crit_path_start_kind: "register"
  path_cells: "clkdlybuf4s50_1"
  cp.required_ns: 3.36
  r2r_start: "counter[0]"
  max_stage_delay_ns: 0.46
  slowest_stage: "clkdlybuf4s50_1"
  crit_type: "register to output pin"
  cp_max_fo: 2
  crit_buf_inv: 1
  crit_start: "s_clk"
yosys:
  syn_area_per_cell_um2: 8.86
  synthCells: 157
  area_leaders: "dfxtp_1 42%, xor2_1 5.7%, nor2_1 4.6%, nand2_1 4.0%, a21oi_1 4.0%"
  yosys_cells: 157
  ys.warnings.count: 1
  syn_area_um2: 1390
  ys_seq_share_pct: 41.7
  yosysTopAreaCell: "dfxtp_1"
  synth_chip_area_um2: 1390
  synth_cell_types: 36
  top_area_share_pct: 41.7
  ys_seq_elements: 29
layout:
  finish.instance_area_um2: 1540
  instances_no_fill: 238
  drive_gt1_share_pct: 9.32
  fillers: 694
  regArea_um2: 581
  final_util_pct: 23.8
  combGateArea_um2: 748
  syn_to_final_growth_pct: 10.7
place:
  dp.cells: 230
  dpl.hpwl_um: 1600
  place.gp.congestion: 0.782
  placed_area_um2: 1460
  io_buffers: 1
run:
  warning_count: 27
  max_cap_violations: 0
min_path:
  holdCritStartpoint: "s_clk"
  hold_path_class: "register to register"
[synthesized netlist by cell type]
master / number
a211oi_1: 2
a21o_1: 1
a21oi_1: 11
a21oi_2: 1
a311oi_4: 1
and3_1: 2
and3_2: 1
and4_1: 3
and4_2: 1
and4b_1: 1
buf_2: 2
buf_6: 3
clkbuf_1: 1
conb_1: 1
dfxtp_1: 29
ha_1: 2
inv_1: 4
nand2_1: 15
nand3_1: 8
nand3_2: 1
nand4_1: 5
nand4_2: 1
nor2_1: 17
nor2b_1: 1
nor3_1: 2
nor4_1: 1
o2111ai_1: 1
o211ai_1: 1
o21ai_0: 5
o2bb2ai_1: 1
o31ai_1: 5
or3_1: 6
or4_1: 6
or4_4: 1
xnor2_1: 5
xor2_1: 9
[registers in the layout, summed over array words and instances, names as in the netlist]
register,cells
counter,28
s_clk,1
[metal layers]
metal	part of all wire [%]	up-vias
li1	-	572
met1	51	499
met2	43	11
met3	5.2	6
met4	1.3	0
met5	0	-
[final timing paths]
kind         slack (ns)  cells after the start     endpoint
max                2.28                      1        s_clk
min                0.47                      1        s_clk
min reg2reg        0.47                      1        s_clk
max reg2reg        2.30                      5  counter[22]
[where the power goes]
| group | internal (mW) | switching (mW) |
|---|---|---|
| clock network | 0.114 | 0.103 |
| logic | 0.0257 | 0.0263 |
| registers | 0.299 | 0.0253 |
| total | 0.439 | 0.155 |
[area by class of cell]
type	instances	area share, %
clock inverters	2	0.650
flip-flops and latches	29	37.7
repair buffers	2	1.14
well taps	77	6.26
clock buffers	6	4.71
multi-input cells	118	48.6
inverters	4	0.975
[metrics by stage]
stage / hold slack (ns) / setup slack (ns)
finish: 0.470 / 2.28
global route: 0.490 / 2.09
detailed placement: 0.463 / 2.32
floorplan: 0.410 / 2.49
CTS: 0.477 / 2.27
global placement: 0.453 / 2.36
[cell usage in the layout (no fill, tap or decap), types with 3 or more instances in the layout]
master    count
dfxtp_1      29
nor2_1       17
nand2_1      15
a21oi_1      11
xor2_1        9
nand3_1       8
or3_1         6
or4_1         6
nand4_1       5
o31ai_1       5
o21ai_0       5
xnor2_1       5
clkbuf_8      5
inv_1         4
and4_1        3
[kinds of logic (layout without fill, tap and decap cells)]
family / Yosys count / count (layout) / synth area share [%]
adder cells (fa/ha/maj): 2 / 2 / 1.80
AND/OR/NAND/NOR: 72 / 72 / 28.5
AND-OR/OR-AND: 29 / 29 / 14.4
buffers and inverters: 10 / 14 / 4.50
flip-flops: 29 / 29 / 41.7
XOR/XNOR: 14 / 14 / 8.81
other: 1 / 1 / 0.270
Power is estimated from default activity; no workload was simulated.
