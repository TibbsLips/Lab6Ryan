## flow/config.mk

```make
export PLATFORM = sky130hd
export DESIGN_NAME = seven_seg_display
export DESIGN_NICKNAME = seven_seg_display
export VERILOG_FILES = /design/flow/design.v
export SDC_FILE = /design/flow/constraint.sdc
export NUM_CORES = 4
export LEC_CHECK = 1
export CORE_AREA = 10 10 96 96
export DIE_AREA = 0 0 106 106
```

## flow/constraint.sdc

```tcl
current_design seven_seg_display

set clk_period 2.7
set clk_io_pct 0.2

create_clock -name clk0 -period $clk_period [get_ports {f_clk}]
create_clock -name clk1 -period $clk_period [get_ports {s_clk}]

set non_clock_inputs [all_inputs -no_clocks]
set_input_delay [expr $clk_period * $clk_io_pct] -clock clk0 $non_clock_inputs
set_output_delay [expr $clk_period * $clk_io_pct] -clock clk0 [all_outputs]
```

## flow/design.v

```verilog
module seven_seg_display(s_clk, f_clk, mode, seg1, seg2, seg3, seg4, anode, cathodes);
	input s_clk, f_clk;
	input [1:0] mode;
	input [3:0] seg1, seg2, seg3, seg4;  
	output wire [3:0] anode;  
	output reg [6:0] cathodes;  
	reg [1:0] sequence_count;  
	reg seq_1Hz[3:0], seq_05Hz[3:0];  
	reg anode_seq_output;  
	reg [3:0] anode_cycle_output;  
	reg [2:0] anode_cycle;
	reg [6:0] seg_ROM[15:0];
	initial begin
		sequence_count = 2'b00;
		anode_seq_output = 1'b0;
		anode_cycle_output = 4'b0000;
		anode_cycle = 3'b000;
		seq_1Hz[0] = 1'b1;
		seq_1Hz[1] = 1'b0;
		seq_1Hz[2] = 1'b1;
		seq_1Hz[3] = 1'b0;
		seq_05Hz[0] = 1'b1;
		seq_05Hz[1] = 1'b1;
		seq_05Hz[2] = 1'b0;
		seq_05Hz[3] = 1'b0;
		seg_ROM[0] = 7'b1000000;
		seg_ROM[1] = 7'b1111001;
		seg_ROM[2] = 7'b0100100;
		seg_ROM[3] = 7'b0110000;
		seg_ROM[4] = 7'b0011001;
		seg_ROM[5] = 7'b0010010;
		seg_ROM[6] = 7'b0000010;
		seg_ROM[7] = 7'b1111000;
		seg_ROM[8] = 7'b0000000;
		seg_ROM[9] = 7'b0011000;
		seg_ROM[10] = 7'b0000000;
		seg_ROM[11] = 7'b0000000;
		seg_ROM[12] = 7'b0000000;
		seg_ROM[13] = 7'b0000000;
		seg_ROM[14] = 7'b0000000;
		seg_ROM[15] = 7'b0000000;
	end
	always @ (posedge s_clk) begin
		sequence_count <= sequence_count + 1;  
	end
	always @ (sequence_count, mode) begin
		case(mode) 
			2'b00: begin 
				anode_seq_output <= 1'b1;
			end
			2'b01: begin 
				anode_seq_output <= 1'b0;
			end
			2'b10: begin
				anode_seq_output <= seq_05Hz[sequence_count];
			end
			2'b11: begin
				anode_seq_output <= seq_1Hz[sequence_count];
			end
		endcase
	end
	always @ (posedge f_clk) begin
        anode_cycle = anode_cycle + 1;
		case(anode_cycle)
		0: begin
			cathodes <= seg_ROM[seg1];
			anode_cycle_output <= 4'b1111;
		end
		1: begin
		    anode_cycle_output <= 4'b1110;
		end
		2: begin
			cathodes <= seg_ROM[seg2];
			anode_cycle_output <= 4'b1111;
		end
		3: begin
		    anode_cycle_output <= 4'b1101;
		end
		4: begin
			cathodes <= seg_ROM[seg3];
			anode_cycle_output <= 4'b1111;
		end
		5: begin
		    anode_cycle_output <= 4'b1011;
		end
		6: begin
			cathodes <= seg_ROM[seg4];
			anode_cycle_output <= 4'b1111;
		end
		7: begin
		    anode_cycle_output <= 4'b0111;
		end
		default: begin
	        anode_cycle_output <= 4'b1111;
	    end
		endcase
	end
    assign anode[0] = anode_seq_output || anode_cycle_output[0];
    assign anode[1] = anode_seq_output || anode_cycle_output[1];
    assign anode[2] = anode_seq_output || anode_cycle_output[2];
    assign anode[3] = anode_seq_output || anode_cycle_output[3];
endmodule
```

## flow/run.sh

```bash
#!/bin/bash
# OpenROAD 26Q1-2900-gdf79404cd8, Yosys 0.63+post, stock flow scripts
make -C /OpenROAD-flow-scripts/flow DESIGN_CONFIG=/design/flow/config.mk WORK_HOME=/design/flow/orfs finish
```

==> flow_summary.rst <==
Synthesis and place-and-route
=============================

.. list-table::
   :header-rows: 1

   * - Metric
     - Value
   * - IR Drop Worst-Case VDD
     - 174 µV
   * - Unrepaired setup endpoints after global routing
     - no
   * - Remaining antenna violation count after routing
     - 0
   * - Total of warnings raised by yosys
     - 1
   * - Gr busiest metal
     - met2
   * - Starting DRT DRC Count
     - 51
   * - Family with the most delay on the worst path
     - buffers and inverters
   * - Met2 Use GR
     - 7.20%
   * - Via count of the first global-routing pass
     - 812
   * - Total die size
     - 11200 µm²
   * - Drc violations
     - 0
   * - Total power density per cell area
     - 404 nW/µm²
   * - Type of the setup path with the least slack
     - input port to output pin
   * - Yosys cell count
     - 92
   * - Total count of max-transition violations in the final report
     - 0
   * - Final number of hold-violating endpoints
     - 0
   * - Placed cell area
     - 1390 µm²
   * - Aggregate global-route resource usage
     - 4.14%
   * - Main area contributors
     - sky130_fd_sc_hd__edfxtp_1 (21%), sky130_fd_sc_hd__dfxtp_1 (18%), sky130_fd_sc_hd__ha_1 (14%)
   * - Via count of the routed design
     - 781
   * - Worst slack at placement
     - 266 ps
   * - Maximum number of pins on one net before global-route repair
     - 13
   * - Register bit total from synthesis
     - 16
   * - Final Core Density
     - 20.4%
   * - Mean instance size in the synthesized netlist
     - 10.7 µm²
   * - Post-DP HPWL
     - 1960 µm
   * - Hold WS
     - 413 ps
   * - Final wirelength
     - 2390 µm
   * - Req. time, crit path
     - 2160 ps
   * - Library cell with the largest summed area after synthesis
     - sky130_fd_sc_hd__edfxtp_1
   * - Final design instance area without fill
     - 1470 µm²
   * - Number of buffers inserted to repair setup after CTS
     - 0
   * - Clock transition at the registers of the reported paths
     - 30 ps
   * - Top-area cell type share of the netlist area
     - 21.4%
   * - Count of cells resized by post-cts repair
     - 0
   * - TritonCTS clock tree
     - built
   * - Yosys cell types
     - 39
   * - Standard cell core area
     - 7210 µm²
   * - Result of the run
     - finished clean
   * - Count of flip-flops with a built-in enable after synthesis
     - 7
   * - Syn Inst Count
     - 92
   * - Clock net sink count
     - 16
   * - Commonest flop
     - sky130_fd_sc_hd__dfxtp_1
   * - Width of the chip
     - 106 µm
   * - Critical Path, Cell by Cell
     - clkdlybuf4s50_1, a21oi_1, a31oi_1, nand2b_1, clkdlybuf4s50_1
   * - Wire length per cell
     - 10.6 µm
   * - Total Power Consumption
     - 595 µW
   * - Placer Congestion
     - 0.909
   * - Maximum fanout along the worst path
     - 4
   * - Total instance count after detailed placement
     - 219
   * - Total congestion overflow after global routing
     - 0
   * - Cell repeated most along the worst path
     - sky130_fd_sc_hd__clkdlybuf4s50_1
   * - Slew HR
     - 69.6%
   * - Number of antenna violations at the first check in global routing
     - 0
   * - Total setup violations reported at the end of the flow
     - 0
   * - Data arrival time at the worst-slack endpoint
     - 1900 ps
   * - Number of hold buffers added after CTS
     - 0
   * - Proportion of synthesized chip area in sequential cells
     - 39.7%
   * - Area of the multi-input gates
     - 536 µm²
   * - Antenna diode count
     - 0
   * - Worst slew pin tran
     - 457 ps
   * - Avg Vias per Cell
     - 3.46
   * - Worst stage delay on the critical path
     - 480 ps
   * - Class of the worst hold path
     - flip-flop to flip-flop
   * - Clock Skews
     - 4.94 ps
   * - Number of warnings in the stage logs
     - 35
   * - Element type at the critical path end
     - output pin
   * - Syn Std Cell Area
     - 983 µm²
   * - Count of max-cap constraint violations
     - 0
   * - Fill count
     - 786
   * - Final setup margin
     - 262 ps
   * - Slowest cell on the critical path
     - sky130_fd_sc_hd__clkdlybuf4s50_1
   * - Met1 track utilization from global routing
     - 4.61%
   * - Setup crit start kind
     - input port
   * - Grt met3 use
     - 1.59%
   * - Wire length of the first global-routing pass
     - 3840 µm
   * - Drt first pass iters
     - 4
   * - IO Pins
     - 31
   * - Chip area from the yosys synthesis statistics
     - 983 µm²
   * - Post-Layout Cell Count
     - 226
   * - Relative area change from synthesis to final layout
     - 49.7%
   * - Fraction of layout instances using a drive strength above 1
     - 14.2%
   * - Final setup TNS
     - 0 ps
   * - Count of buffer and inverter cells on the critical path
     - 2
   * - Static leakage
     - 0.563 nW
   * - Share of synthesized registers carrying an async set or reset
     - 0%
   * - Port Buffer Count
     - 29
   * - Register area
     - 390 µm²
   * - Number of rows created at floorplan
     - 31
   * - Die outline height
     - 106 µm
   * - Pre-Place Util
     - 13.6%
## cell families after synthesis
family,after synthesis,share of synthesized area (%)
AND/OR/NAND/NOR,26,15.5
adder cells (fa/ha/maj),11,14.0
flip-flops,16,39.7
XOR/XNOR,2,2.55
multiplexers,4,4.71
AND-OR/OR-AND,23,17.7
buffers and inverters,10,5.85
## cell usage after synthesis, types with 2 or more instances
library cell / count
sky130_fd_sc_hd__a21oi_1: 6
sky130_fd_sc_hd__nor2_1: 2
sky130_fd_sc_hd__ha_1: 11
sky130_fd_sc_hd__nand3_1: 2
sky130_fd_sc_hd__buf_6: 2
sky130_fd_sc_hd__nand2b_1: 5
sky130_fd_sc_hd__a21o_1: 3
sky130_fd_sc_hd__a211oi_1: 3
sky130_fd_sc_hd__nor2b_1: 2
sky130_fd_sc_hd__dfxtp_1: 9
sky130_fd_sc_hd__inv_1: 6
sky130_fd_sc_hd__mux2i_1: 2
sky130_fd_sc_hd__a211o_1: 2
sky130_fd_sc_hd__edfxtp_1: 7
sky130_fd_sc_hd__nand2_1: 5
sky130_fd_sc_hd__o21ai_0: 2
## registers in the layout, indices dropped and copies added (netlist names)
signal / cells
sequence_count: 2
anode_cycle: 3
cathodes: 7
anode_cycle_output: 4
## placed cells by master, fill, tap and decap left out, drive strengths merged, types with 2 or more instances in the layout
cell type | synthesis | layout
a21o | 3 | 3
clkbuf | 1 | 7
buf | 2 | 2
and2 | 3 | 3
nand2 | 6 | 6
clkdlybuf4s50 | 0 | 29
mux2i | 2 | 2
edfxtp | 7 | 7
o21ai | 2 | 2
inv | 6 | 6
a211o | 2 | 2
nand3 | 2 | 2
dfxtp | 9 | 9
nor2b | 2 | 2
a21oi | 6 | 6
nand2b | 6 | 6
a211oi | 3 | 3
mux2 | 2 | 2
nor2 | 2 | 2
ha | 11 | 11
## cell type report
cell class              count  share of cell area [%]
multi-input cells          66                    36.4
inverters                   7                    2.12
well taps                  99                    8.41
flip-flops and latches     16                    26.5
repair buffers             31                    20.7
clock buffers               7                    5.86
## path summary, 6_finish.rpt
check	startpoint	depth (start not counted)	endpoint	slack (ps)
worst max-delay path	mode[1]	5	anode[2]	260
max in group clk1	sequence_count[0]$_DFF_P_	1	sequence_count[1]$_DFF_P_	2120
min in group clk0	anode_cycle[2]$_DFF_P_	1	anode_cycle_output[1]$_DFF_P_	510
worst min-delay path	sequence_count[0]$_DFF_P_	1	sequence_count[0]$_DFF_P_	410
worst max register to register	anode_cycle[1]$_DFF_P_	8	cathodes[4]$_DFFE_PP_	420
worst min register to register	sequence_count[0]$_DFF_P_	1	sequence_count[0]$_DFF_P_	410
## power by group
part	switching [mW]	total (mW)	internal [mW]
sequential	0	0.252	0.252
combinational	0.0171	0.0546	0.0375
clock	0.0903	0.289	0.198
total	0.107	0.595	0.488
## metal layers
metal	wire length, µm	part of all wire [%]
met5	0	0
met4	65	2.7
met3	201	8.4
met2	1130	47
met1	992	42
Power is estimated from default activity; no workload was simulated.
